--- flow/run.sh ---
#!/bin/bash
# OpenROAD 26Q1-2900-gdf79404cd8, Yosys 0.63+post, stock flow scripts
make -C /OpenROAD-flow-scripts/flow DESIGN_CONFIG=/design/flow/config.mk WORK_HOME=/design/flow/orfs finish
--- flow/constraint.sdc ---
current_design lfsr_7

set clk_period 1.0
set clk_io_pct 0.2

create_clock -name clk0 -period $clk_period [get_ports {clk}]

set non_clock_inputs [all_inputs -no_clocks]
set_input_delay [expr $clk_period * $clk_io_pct] -clock clk0 $non_clock_inputs
set_output_delay [expr $clk_period * $clk_io_pct] -clock clk0 [all_outputs]
--- flow/config.mk ---
export PLATFORM = sky130hd
export DESIGN_NAME = lfsr_7
export DESIGN_NICKNAME = lfsr_7
export VERILOG_FILES = /design/flow/design.v
export SDC_FILE = /design/flow/constraint.sdc
export NUM_CORES = 4
export LEC_CHECK = 1
export CORE_AREA = 10 10 70 70
export DIE_AREA = 0 0 80 80
--- flow/design.v ---
module lfsr_7 (
    input   logic       clk,
    input   logic       rst,
    input   logic       en,
    output  logic [6:0] data_out
);
logic[6:0] sreg = 7'b1;
always_ff @ (posedge clk, posedge rst)
    if (rst)
        sreg <= 7'b1;
    else if (en)
        sreg <= {sreg[5:0], sreg[2] ^ sreg[6]};
assign data_out = sreg;
endmodule
==> job_summary.md <==
### Yosys + OpenROAD results

| Metric | Value |
|---|---|
| Critical path capture point type | output port |
| Static leakage | approximately 0.23 nW |
| Syn-to-layout area delta | 64.9% |
| Largest register FFs | 7 |
| Gr usage total | 0.0223 |
| Failing checks | negative setup slack |
| H-Tree Depth | 1 |
| Pre-CTS setup slack | -0.262 ns |
| Worst slew margin | 0.828 |
| Buffers on Ports | 9 |
| Cell Pwr Density | 2860 nW/um^2 |
| WL final | 665 microns |
| CTS max path bufs | 2 |
| Hold crit path type | input pin to async pin |
| Final Hold Fails | 0 |
| CTS tree | built |
| TNS Setup | -0.0610 ns |
| Detailed placement HPWL | between 500 and 600 microns |
| Post-Syn Area | 299 sq um |
| Tool Warnings | 27 |
| Max Fanout on Critical Path | 2 |
| DRC | 0 |
| Fmax | about 0.94 GHz |
| First drt pass iteration count | 2 |
| Fillcell total | 406 |
| Regs by FF count | sreg: 7 flops |
| Clock sink total | 7 |
| CTS Buf Count | 3 |
| Slack of the critical path | -0.0610 ns |
| # Cells Yosys | 18 |
| Syn. warnings | 1 |
| Die Ht | approximately 80 microns |
| Crit Path Category | flop to output port |
| GPL Wtd Cong | about 0.75 |
| Storage cell area | 176 sq um |
| Max-cap violation count | 0 |
| Unique cell types | 8 |
| CTS root buffer | clkbuf_4 |
| Worst stage delay on the critical path | 0.52 ns |
| Chip area | ~6400 sq um |
| Fin. max-slew vios | 0 |
| Rows | 21 |
| Initial antenna violation count | 0 |
| Yosys stat area | 299 sq um |
| Synth flops | 7 |
| First-pass GRT wire length | 1140 microns |
| Via count | 201 |
| Yosys top cell by area | dfrtp_1 |
| Initial drt markers | 2 |
| Mean Syn Cell Area | 16.6 sq um |
| Pin count of the biggest net entering global routing | 9 |
| Final Critical Period | 1.06 ns |
| Crit-path slowest cell | dfstp_2 |
| WL/cell | 7.92 microns |
| Logic area | 108 sq um |
| Clk Latency, worst-skew pair | about 0.25 ns |
| Cell area leaders | dfrtp_1 (50%), mux2_4 (30%), dfstp_2 (8.8%) |
| ANT cells | 0 |
| Worst setup SP type | flop |
| Clock Pin Slew Worst Setup and Hold Paths | roughly 0.05 ns |
| Most flops, register | sreg |
| Buffer and inverter count on the worst path | 1 |
| I/O pin total | 10 |
| Worst vdd ir | 0.000991 V |
| Setup violators final | 1 |
| Least-Margin Pin Slew | approximately 0.26 ns |
| Total grt overflow | 0 |
| Detail Route Antenna Nets | 0 |
| Vias in the first global route | approximately 240 |
| Status | complete, but fails checks |
| Core Area | 3420 sq um |
| Tcrit/Tclk final | 1.06 |
| Layout cell share with drive strength beyond 1 | 0.658 |
| Synthesized instance count | 18 |
| Area share, top type | 0.502 |
| Avg Vias per Cell | ~2.4 |
| WP data required | 0.80 ns |
| Crit path DAT | 0.86 ns |
| Top Family by Delay on Critical Path | flip-flops |
| CP Cell Sequence | buf_2 |
| Die W | ~80 microns |
| Most instantiated logic cells after routing | buf_2 (7), buf_4 (7), mux2_4 (6), dfrtp_1 (6), clkbuf_4 (3) |
| Floorplan core density | 0.0875 |
| Synth Seq Share | 0.590 |
| Clock Skews | roughly 0.0031 ns |
| RSZ-0062 raised after global routing | yes |
## what timing repair did
item                                    4_1_cts  5_1_grt
resized                                      21        2
hold buffers                                  0        0
buffers inserted                              1        0
endpoints found under the setup margin        7        7
## cells by family (layout without fill, tap and decap cells)
kind of cell	count (synthesis)	in the layout	synth area share
XOR/XNOR	1	1	0.0293
buffers and inverters	2	22	0.0502
AND/OR/NAND/NOR	1	1	0.0125
AND-OR/OR-AND	1	1	0.0167
flip-flops	7	7	0.590
multiplexers	6	6	0.301
## path summary, 6_finish.rpt
kind	from	to	slack [ns]	cells after the start
hold reg to reg	sreg[5]	sreg[6]	0.60	2
hold / removal	rst	sreg[6]	0.17	2
setup reg to reg	sreg[2]	sreg[2]	0.11	2
max in group asynchronous	rst	sreg[0]	0.56	2
min in group clk0	en	sreg[0]	0.28	3
setup / recovery	sreg[0]	data_out[0]	-0.06	1
## Yosys cell counts
cell type,instances
mux2_4,6
buf_6,1
dfstp_2,1
dfrtp_1,6
a21oi_1,1
xnor2_1,1
inv_1,1
nor2_1,1
## through the flow
step | hold WS [ns] | power [W] | area (sq um) | cells | utilization
6_report | 0.168 | 0.00141 | 493 | 84 | 0.144
5_1_grt | 0.193 | 0.00153 | 493 | 84 | 0.144
4_1_cts | 0.171 | 0.00147 | 494 | 85 | 0.145
3_5_place_dp | 0.446 | 0.00131 | 495 | 80 | 0.145
3_3_place_gp | 0.438 | 0.00130 | 495 | 80 | 0.145
2_1_floorplan | 0.00267 | 0.000755 | 299 | 18 | -
## worst reg2reg max path: stages, from the launching register on
cell     delay [ns]
dfrtp_1        0.37
buf_4          0.14
mux2_4         0.26
## report_power, final
group	internal, W	switching [W]	total [W]
combinational	0.000461	0.000190	0.000651
clock	0.000152	0.000106	0.000258
sequential	0.000438	0.0000616	0.000500
## layer usage
layer | vias up | wire (microns) | global-route usage
li1 | 99 | - | -
met5 | - | 0 | 0
met4 | 0 | 9 | 0.00880
met1 | 92 | 282 | 0.0256
met3 | 2 | 48 | 0.0114
met2 | 8 | 324 | 0.0345
## final cells by class
class,instances,share of cell area
Clock buffer,4,0.0533
Sequential cell,7,0.358
Multi-Input combinational cell,9,0.218
Timing Repair Buffer,17,0.246
Inverter,1,0.00761
Tap cell,46,0.117
Power is estimated from default activity; no workload was simulated.
