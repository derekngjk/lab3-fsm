File: flow/config.mk
export PLATFORM = sky130hd
export DESIGN_NAME = lfsr_9
export DESIGN_NICKNAME = lfsr_9
export VERILOG_FILES = /design/flow/design.v
export SDC_FILE = /design/flow/constraint.sdc
export NUM_CORES = 4
export LEC_CHECK = 1
export CORE_AREA = 10 10 70 70
export DIE_AREA = 0 0 80 80
File: flow/constraint.sdc
current_design lfsr_9

set clk_period 1.6
set clk_io_pct 0.2

create_clock -name clk0 -period $clk_period [get_ports {clk}]

set non_clock_inputs [all_inputs -no_clocks]
set_input_delay [expr $clk_period * $clk_io_pct] -clock clk0 $non_clock_inputs
set_output_delay [expr $clk_period * $clk_io_pct] -clock clk0 [all_outputs]
File: flow/design.v
module lfsr_9 (
    input   logic       clk,
    input   logic       rst,
    input   logic       en,
    output  logic [8:0] data_out
);
logic[8:0] sreg = 9'b1;
always_ff @ (posedge clk, posedge rst)
    if (rst)
        sreg <= 9'b1;
    else if (en)
        sreg <= {sreg[7:0], sreg[3] ^ sreg[8]};
assign data_out = sreg;
endmodule
File: flow/run.sh
#!/bin/bash
# OpenROAD 26Q1-2900-gdf79404cd8, Yosys 0.63+post, stock flow scripts
make -C /OpenROAD-flow-scripts/flow DESIGN_CONFIG=/design/flow/config.mk WORK_HOME=/design/flow/orfs finish
==> GITHUB_STEP_SUMMARY <==
### Flow metrics

| Metric | Value |
|---|---|
| H-tree depth | 1 |
| Largest regs | sreg (9) |
| Synth Cell Area | 379 um2 |
| Post-DRT Antenna Nets | 0 |
| Peak supply drop | 745 uV |
| Post-route insts no fill | 83 |
| Final Power | 1.03 mW |
| # IOs | 12 |
| Post-DP Area | 556 um2 |
| Worst Hold Class | primary input to async pin |
| Max-cap check violation count | 0 |
| Final min period | 1.49 ns |
| Critical path's slowest cell | clkdlybuf4s50_1 |
| Worst-margin pin slew | 0.331 ns |
| Cell family with most CP delay | buffers and inverters |
| GRT Util Overall | 2.66% |
| Synth Instances | 22 |
| Latency at later pin | 0.26 ns |
| Setup TNS | 0 ns |
| Clock-pin transition on the worst setup and hold timing paths | 0.06 ns |
| Post-synthesis area per instance | 17.2 um2 |
| Rows | 21 |
| CTS tree | yes |
| GR Util met3 | 2.05% |
| Layout area overhead | 53.1% |
| Status | completed |
| N_diodes | 0 |
| Most Used Layer, Global Route | met1 |
| Iter 0 DRT Violations | 9 |
| Final Max Tran Viols | 0 |
| Crit path largest cell delay | 0.50 ns |
| Vias per inst | 2.58 |
| Final setup vio count | 0 |
| Inserted Clock Buffers | 3 |
| Design area | 581 um2 |
| Post-synth cell types | 8 |
| Crit path buf inv count | 1 |
| Routed vias | 214 |
| Log Warnings | 25 |
| First-pass GRT wire length | 1280 um |
| Crit path capture type | output port |
| GP Congestion | 0.792 |
| Post-CTS Setup Bufs | 0 |
| Largest net degree at the start of global routing | 11 |
| Yosys cell count | 22 |
| Number of flip-flops in the largest register | 9 |
| Synth Register Bits | 9 |
| Tcrit/Tclk final | 92.9% |
| Max-area cell share | 52.8% |
| Hold Violations, Final | 0 |
| WL final | 753 um |
| CP Class | flip-flop to output port |
| Post-synth area hogs | dfrtp_1 53%, mux2_4 32%, dfstp_2 6.9% |
| Core Region | 3420 um2 |
| Relative slew slack | 77.9% |
| Dpl cells | 79 |
| Crit-path cells | clkdlybuf4s50_1 |
| Post-CTS Hold Fix Bufs | 0 |
| Most frequent cells in the layout | 10 x clkdlybuf4s50_1, 8 x mux2_4, 8 x dfrtp_1, 3 x clkbuf_4 |
| PortBufs | 11 |
| Max Fclk | 672 MHz |
| Cell type with the largest total area | dfrtp_1 |
| Worst EP required | 1.28 ns |
| CTS Buffer Depth | 2 |
| CP arrival | 1.17 ns |
| CTS Root Cell | clkbuf_4 |
| Initial core utilization | 11.1% |
| Layout cells sized above 1 | 35.1% |
| Worst-case clock skew | 0.000300 ns |
| Initial antenna violation count | 0 |
| DRT Pass-1 Iters | 2 |
| Die area | 6400 um2 |
| Seq share, synth | 59.7% |
| Cell Pwr Density | 1780 nW/um2 |
| Overall die width | 80 um |
| RSZ-0062 raised after global routing | false |
| Overflow after GRT | 0 |
| Clock Sinks | 9 |
| Cts repair resizes | 1 |
| GRT met1 Usage | 4.34% |
| Syn. warnings | 1 |
| DPL Wire Length | 562 um |
| Dominant logic cell type in the layout | clkdlybuf4s50_1 |
| Per-cell routed wire length | 9.07 um |
| Lkg Pwr | 0.246 nW |
| Vias in the first global route | 235 |
| Critical Path Fanout Max | 4 |
| Largest Register | sreg |
| Drc violations | 0 |
| Type of origin of the critical path | flip-flop |
| Met2 Use GR | 2.33% |
| Die height | 80 um |
| Yosys Chip Area | 379 um2 |
==> report_power, final <==
part           internal [mW]  switching [mW]
combinational          0.340          0.0629
sequential             0.353           0.107
clock                 0.0959          0.0764
total                  0.789           0.246
==> area by class of cell <==
| type | count | area [um2] |
|---|---|---|
| Clock buffer | 4 | 26.3 |
| Fill cell | 390 | 2840 |
| Inverter | 1 | 3.75 |
| Timing Repair Buffer | 12 | 129 |
| Tap cell | 46 | 57.6 |
| Sequential cell | 9 | 226 |
| Multi-Input combinational cell | 11 | 138 |
==> path summary, 6_finish.rpt <==
check	start	to	slack, ns	depth (start not counted)
min in group clk0	sreg[0]$_DFFE_PP1P_	sreg[0]$_DFFE_PP1P_	0.52	2
worst max-delay path	sreg[3]$_DFFE_PP0P_	data_out[3]	0.11	1
worst max register to register	sreg[3]$_DFFE_PP0P_	sreg[3]$_DFFE_PP0P_	0.79	1
worst min-delay path	rst	sreg[4]$_DFFE_PP0P_	0.33	2
worst min register to register	sreg[0]$_DFFE_PP1P_	sreg[0]$_DFFE_PP1P_	0.52	2
max in group asynchronous	rst	sreg[0]$_DFFE_PP1P_	0.98	2
==> cells by family after synthesis <==
family                 after synthesis  share of synthesized area [%]
flip-flops                           9                           59.7
AND/OR/NAND/NOR                      1                          0.989
buffers and inverters                2                           3.96
AND-OR/OR-AND                        1                           1.32
XOR/XNOR                             1                           2.31
multiplexers                         8                           31.7
==> Yosys cell counts <==
cell and count:
dfrtp_1 8, mux2_4 8, a21oi_1 1, buf_6 1, dfstp_2 1, inv_1 1
nor2_1 1, xnor2_1 1
==> per-stage QoR <==
stage | util [%] | hold slack, ns | setup slack, ns
after global placement | 16.3 | 0.510 | 0.203
after floorplan | - | 0.147 | 0.729
after global routing | 17.0 | 0.369 | 0.0356
after CTS | 17.0 | 0.335 | 0.0930
after detailed placement | 16.3 | 0.507 | 0.204
final | 17.0 | 0.329 | 0.113
==> per-layer routing <==
metal  part of all wire [%]  wire length (um)  vias to the layer above
met5                      0                 0                        -
met2                     24               181                       14
met1                     59               448                       93
met4                    1.3                10                        0
met3                     15               113                        2
li1                       -                 -                      105
Power is estimated from default activity; no workload was simulated.
