--- flow/config.mk ---
export PLATFORM = sky130hd
export DESIGN_NAME = lfsr
export DESIGN_NICKNAME = lfsr
export VERILOG_FILES = /design/flow/design.v
export SDC_FILE = /design/flow/constraint.sdc
export NUM_CORES = 4
export LEC_CHECK = 1
export CORE_AREA = 10 10 70 70
export DIE_AREA = 0 0 80 80
--- flow/constraint.sdc ---
current_design lfsr

set clk_period 1.6
set clk_io_pct 0.2

create_clock -name clk0 -period $clk_period [get_ports {clk}]

set non_clock_inputs [all_inputs -no_clocks]
set_input_delay [expr $clk_period * $clk_io_pct] -clock clk0 $non_clock_inputs
set_output_delay [expr $clk_period * $clk_io_pct] -clock clk0 [all_outputs]
--- flow/design.v ---
module lfsr(
    input   logic       clk,
    input   logic       rst,
    input   logic       en,
    output  logic [3:0] data_out
);
logic[3:0] sreg = 4'b1;
always_ff @ (posedge clk, posedge rst)
    if (rst)
        sreg <= 4'b1;
    else if (en) begin
        sreg <= {sreg[2:0], sreg[3] ^ sreg[2]};
    end
assign data_out = sreg;
endmodule
--- flow/run.sh ---
#!/bin/bash
# OpenROAD 26Q1-2900-gdf79404cd8, Yosys 0.63+post, stock flow scripts
make -C /OpenROAD-flow-scripts/flow DESIGN_CONFIG=/design/flow/config.mk WORK_HOME=/design/flow/orfs finish
==> results_dict.tcl <==
# place-and-route summary
set metrics [dict create \
    fill_cells 406 \
    largest_register_ffs 4 \
    yosys_warnings 1 \
    port_buffers 6 \
    r2r_slack_ns 0.75 \
    place_area_sq_um 274 \
    max_freq_mhz 642 \
    arrival_ns 1.24 \
    ys.flops 4 \
    timing.setup.tns_ns 0 \
    ios 7 \
    worstPathRequired_ns 1.28 \
    syn_area_sq_um 156 \
    crit_fanout 3 \
    slew_viol_final 0 \
    dr.pass1.iters 2 \
    htreeDepth 1 \
    ys_cells 11 \
    synth_cells 11 \
    finalSetupViolCount 0 \
    die-area_sq_um 6400 \
    via_count 125 \
    rows 21 \
    finClkSkew_ns 0.0104 \
    crit_start "sreg[0]$_DFFE_PP1P_" \
    grt_overflow 0 \
    antenna_found_initial 0 \
    grt_first_pass_wirelength_um 641 \
    top_area_cell "dfrtp_1" \
    cellPowerDensity_nw_per_um2 1740 \
    drv_cap 0 \
    fin_crit_ns 1.56 \
    fp.dieW_um 80 \
    drt-initial-drc-count 17 \
    reg.largest.list "sreg (4)" \
    end_kind "output pin" \
    r2r_cells 3 \
    ctsHoldBuffers 0 \
    synth_seq_share_pct 64.8 \
    final_area_sq_um 308 \
    critPathTopFamily "flip-flops" \
    grt_max_degree 6 \
    gp_congestion 0.661 \
    p_leak_nw 0.109 \
    drive_gt1_share_pct 36.4 \
    tightestPinTransition_ns 0.231 \
    numCtsBuffers 3 \
    slew_headroom_pct 84.5 \
    clkTransAtPathRegs_ns 0.04 \
    top_cells_by_count "3 x dfrtp_1, 3 x mux2_2" \
    cts_tree "yes" \
    track_usage_pct 1.55 \
    cpMaxStageDelayCell "dfstp_2" \
    cts-root-buf "clkbuf_4" \
    r2r_start "sreg[0]$_DFFE_PP1P_" \
    syn_avg_cell_area_sq_um 14.2 \
    ys_chip_area_sq_um 156 \
    cp.depth 1 \
    first_global_vias 128 \
    outcome "finished, final reports clean" \
    ant_nets 0 \
    via_per_inst 1.84 \
    die_height_um 80 \
    clkSinkCount 4 \
    largest_register "sreg" \
    flop_cell "dfrtp_1" \
    edf_count 0 \
    ir_worst_vdd_v 0.000251 \
    ys_async_sr_fraction_pct 100 \
    diodes 0 \
    core_sq_um 3420 \
    cp_num_buf_inv 1 \
    warnings 25 \
    insertion_delay_ns 0.24 \
    cp_cell_sequence "clkdlybuf4s50_1" \
    synth_cell_types 7 \
    r2r-end "sreg[0]$_DFFE_PP1P_" \
    crit_type "reg2out" \
    fp_util_pct 4.58 \
    endpoint "data_out[0]" \
    top_area_share_pct 48.0 \
    wl_per_cell_um 6.87 \
    rsz0062_at_grt "no" \
    hold_violations 0 \
    slowest_delay_ns 0.53 \
    hp-class "in2async" \
    synthTopCellsByArea "dfrtp_1 48%, mux2_2 22%, dfstp_2 17%" \
    wl_um 467 \
    finalCritPeriodShare_pct 97.3 \
    whs_ns 0.260 \
    syn2layout_area_growth_pct 96.8 \
    critPathLaunchType "flip-flop" \
    drc 0 \
    clock_path_buffers 2 \
]
logic make-up (layout without fill, tap and decap cells):
kind of cell | count (synthesis) | count (layout) | synth area share (%)
xor gates and xnor gates | 1 | 1 | 5.60
buffers and inverters | 1 | 12 | 2.40
DFF | 4 | 4 | 64.8
AOI/OAI and AO/OA | 1 | 1 | 3.20
and+or+nand+nor | 1 | 1 | 2.40
muxes | 3 | 3 | 21.6
how the worst min path moves through the flow:
stage | from | endpoint | slack (ns) | cells after the start
6_report | rst | sreg[1]$_DFFE_PP0P_ | 0.26 | 2
5_1_grt | rst | sreg[1]$_DFFE_PP0P_ | 0.27 | 2
4_1_cts | rst | sreg[1]$_DFFE_PP0P_ | 0.26 | 2
layer usage:
metal | vias up | track usage (%) | wire [um]
met4 | 0 | 0.352 | 0
met2 | 7 | 1.93 | 209
met3 | 0 | 2.27 | 71
li1 | 58 | - | -
met1 | 60 | 1.40 | 186
met5 | - | 0 | 0
stage by stage:
step | worst slack (ns) | total power (W) | std cells | utilization [%]
after detailed placement | 0.224 | 0.000386 | 63 | 8.02
after floorplan | 0.782 | 0.000252 | 11 | -
after global routing | 0.00177 | 0.000580 | 68 | 9.01
final | 0.0426 | 0.000535 | 68 | 9.01
after CTS | 0.00864 | 0.000535 | 67 | 8.79
after global placement | 0.223 | 0.000380 | 63 | 8.02
report_power, final:
group | internal (W) | switching (W)
Clock | 0.0000939 | 0.0000466
Combinational | 0.000148 | 0.0000421
Sequential | 0.000162 | 0.0000418
Total | 0.000404 | 0.000131
final cells by class:
cell class / instances / area [sq um] / area share (%)
Inverter: 1 / 3.75 / 1.22
Clock buffer: 4 / 26.3 / 8.54
Multi-Input combinational cell: 6 / 51.3 / 16.7
Tap cell: 46 / 57.6 / 18.7
Timing Repair Buffer: 7 / 67.6 / 22.0
Sequential cell: 4 / 101 / 32.9
layout by cell type (no fill, tap or decap), drive strengths merged:
cell type,Yosys,final
dfstp,1,1
dfrtp,3,3
clkdlybuf4s50,0,6
inv,1,1
xnor2,1,1
a21oi,1,1
nor2,1,1
mux2,3,3
buf,0,1
clkbuf,0,4
what timing repair did:
action	in CTS	in global routing
endpoints found under the setup margin	0	1
setup buffers	0	1
resized	0	0
Power and IR drop assume default switching activity.
